## run.sh

```bash
#!/bin/bash
# OpenROAD 26Q1-2900-gdf79404cd8, Yosys 0.63+post, stock flow scripts
make -C /OpenROAD-flow-scripts/flow DESIGN_CONFIG=/design/flow/config.mk WORK_HOME=/design/flow/orfs finish
```

## config.mk

```make
export PLATFORM = sky130hd
export DESIGN_NAME = register
export DESIGN_NICKNAME = register
export VERILOG_FILES = /design/flow/design.v
export SDC_FILE = /design/flow/constraint.sdc
export NUM_CORES = 4
export LEC_CHECK = 1
export CORE_UTILIZATION = 50
```

## constraint.sdc

```tcl
current_design register

set clk_period 13.9
set clk_io_pct 0.2

create_clock -name clk0 -period $clk_period [get_ports {clk}]

set non_clock_inputs [all_inputs -no_clocks]
set_input_delay [expr $clk_period * $clk_io_pct] -clock clk0 $non_clock_inputs
set_output_delay [expr $clk_period * $clk_io_pct] -clock clk0 [all_outputs]
```

## design.v

```verilog
module register #(parameter width=64,depth=32)(
    input wire rst,  
    input wire clk,
    input wire regwrite,
    input wire [$clog2(depth)-1:0] adr_reg1, adr_reg2, adr_wr_reg,  
    input wire [width-1:0] wr_data,  
    output wire [width-1:0] reg_data1, reg_data2  
);
reg [width-1:0] registers [depth-1:0];
always_ff @(posedge clk) begin
    if(regwrite && (adr_wr_reg!={$clog2(depth){1'b0}})) begin  
         registers[adr_wr_reg] <=wr_data;
     end
    if(!rst) begin  
    for(integer i=0;i<depth;i=i+1) begin
        registers[i]<={width{1'b0}};
    end
    end
end
assign reg_data1=(adr_reg1!={$clog2(depth){1'b0}})?registers[adr_reg1]:{width{1'b0}};  
assign reg_data2=(adr_reg2!={$clog2(depth){1'b0}})?registers[adr_reg2]:{width{1'b0}};  
endmodule
```

==> ds_physical_params.txt <==
Table: implementation figures

Parameter                              Value

Run status
  Status .................. completed

Worst setup path
  CP max stage cell .................. sky130_fd_sc_hd__clkdlybuf4s50_1
  Arrival time of the worst setup path .................. between 7 and 8 ns
  Depth of the worst register-to-register path .................. 2
  Critical-path cell list .................. clkdlybuf4s50_1 -> and2_4 -> buf_4 -> buf_4 -> a22o_1 -> a211oi_1 -> nor3_1 -> clkdlybuf4s50_1
  Reg2Reg Launch Point .................. registers[2][36]
  Maximum single-stage delay on the critical path .................. 0.97 ns
  Maximum fanout along the worst path .................. 33
  Beginning of the critical path .................. adr_reg2[3]
  Worst Setup End Kind .................. output port
  Critical path launch point type .................. input pin
  Worst setup path class .................. in2out
  CP required .................. 11.12 ns

Synth
  Complex-gate fraction of the synthesized area .................. ~18%
  Cell total in the yosys stat output .................. roughly 11000
  Xor/xnor share .................. 0%
  Synth Area per Inst .................. between 9 and 10 sq um
  Multiplexer fraction of the synthesized cell area .................. a little under a quarter
  Dominant Register Cell .................. sky130_fd_sc_hd__dfxtp_1
  Summed instance area of the synthesized netlist .................. roughly 110000 sq um
  AND/OR/NAND/NOR Cells, Area Fraction .................. between 10% and 20%
  Yosys synthesis warning count .................. 1
  Main combinational cell family by area after synthesis .................. multiplexers
  Count of cell types in the netlist .................. roughly 52
  Chip area line of the yosys report .................. 107000 sq um
  Flops after synth .................. 2048
  Seq/Total Area, Yosys .................. around two fifths
  Async SR Flop Fraction .................. 0%
  Flip-flops with a built-in enable .................. 0
  Yosys adder share .................. 0%
  Gate Count Post-Synth .................. between 10000 and 15000

Flow run
  Max Cap Viol .................. 0
  Total tool warning count .................. 38

Clocking
  Number of buffers created by CTS .................. between 200 and 250
  Clock transition at the registers of the reported paths .................. about 0.06 ns
  Number of sinks on the clock net .................. roughly 2000
  Insertion delay at the late pin of the worst-skew pair .................. 0.89 ns
  Clock tree from TritonCTS .................. yes
  H-tree depth .................. 4
  Clock tree root driver cell .................. sky130_fd_sc_hd__clkbuf_16
  Post-CTS Setup Inserts .................. 0
  Maximum clock path buffer count .................. 3
  Post_cts resized .................. 0
  Hold-fix buffers, CTS .................. 0

Routing
  Number of routed nets with antenna violations .................. 0
  Iteration count of the initial detailed-routing pass .................. 7
  Drt via density .................. 6.57
  Iteration-0 DRC Markers .................. around 8200
  DRC viols .................. 0
  Wire per inst .................. 33.0 microns
  Final wirelength .................. 460000 microns
  Count of vias placed by the detailed router .................. ~92000

Timing
  Unrepaired setup endpoints after global routing .................. false
  Maximum clock rate .................. 96.1 MHz
  Final setup violating endpoints .................. 0
  Post-route worst hold slack .................. ~0.46 ns
  Final worst path period need .................. about 10 ns
  Final WS setup .................. between 3 and 4 ns
  Slew at the pin with the worst max-slew slack .................. approximately 1.2 ns
  Worst-case clock skew .................. 0 ns
  Ratio of final minimum period to clock period .................. 74.9%
  Post-route setup TNS .................. 0 ns
  Max-Slew Margin vs Limit .................. 22.9%
  Total count of hold-check failures in the final report .................. 0
  Max-slew violation count .................. 0

Floorplanning
  Total core area .................. approximately 210000 sq um
  Top-level I/O count .................. roughly 210
  Die area .................. 216000 sq um
  Die outline width .................. about 460 microns
  Die height .................. between 400 and 500 microns
  Starting density of the core .................. 50.4%
  Cell Rows .................. between 150 and 200

Final layout
  Count of placed standard cells in the final layout, fillers left out .................. around 14000
  Area growth syn-to-layout .................. 10.7%
  Combinational cell area excluding buffers and inverters .................. around 60000 sq um
  Max reg flops .................. a little over 2000
  Highest-count logic cell in the final layout .................. sky130_fd_sc_hd__nand2_1
  Highest-count cells in the layout ignoring fill and taps .................. sky130_fd_sc_hd__nand2_1, sky130_fd_sc_hd__dfxtp_1, sky130_fd_sc_hd__a21boi_0
  Register with the most flip-flops .................. registers
  Number of filler instances in the final layout .................. 17600
  Largest registers .................. registers x2048
  Layout cell share with drive strength beyond 1 .................. about 16%
  Reg area .................. 41000 sq um

Power and ir drop
  Pwr dens .................. about 110 nW/um^2
  Worst VDD drop .................. 137 uV
  Leakage power of the design .................. about 39 nW
  Total power draw .................. between 10 and 15 mW

Place
  Worst slack, placed .................. 3.77 ns
  HPWL after detailed placement .................. 264000 microns
  Weighted congestion at the end of routability-driven global placement .................. 0.943
  Number of cells in the design after placement .................. ~14000
  Count of input and output buffers .................. 209

Worst hold path
  Instance count along the most critical hold path .................. 2
  Class of the tightest hold or removal check .................. reg2reg
  Worst hold path startpoint .................. registers[18][9]

Global route
  Met1 Track Usage GR .................. between 50% and 60%
  Met2 track demand over resource .................. roughly three fifths
  Wire length of the first global-routing pass .................. between 600000 and 700000 microns
  Total routing usage reported by global routing .................. between 40% and 50%
  Most utilized layer in the global route result .................. met2
  Pin count of the biggest net entering global routing .................. 196
  Number of antenna violations at the first check in global routing .................. 30
  Overall overflow remaining after global route .................. 0
  Number of global-route vias before repair .................. between 90000 and 100k
  Routing usage on met3 .................. between 20% and 30%
[cell families after synthesis]
| kind of cell | count (synthesis) |
|---|---|
| AND-OR/OR-AND | 2492 |
| AND/OR/NAND/NOR | 4251 |
| flip-flops | 2048 |
| buffers and inverters | 1184 |
| multiplexers | 1355 |
[cells in the mapped netlist, types with 8 or more instances]
library cell | count | area (sq um)
sky130_fd_sc_hd__a211o_1 | 77 | 674
sky130_fd_sc_hd__a21boi_0 | 1826 | 13700
sky130_fd_sc_hd__a22o_1 | 86 | 753
sky130_fd_sc_hd__mux4_2 | 965 | 21700
sky130_fd_sc_hd__o22ai_1 | 111 | 694
sky130_fd_sc_hd__and2_1 | 92 | 576
sky130_fd_sc_hd__nand2_1 | 4011 | 15100
sky130_fd_sc_hd__buf_1 | 52 | 195
sky130_fd_sc_hd__o21ai_1 | 12 | 60.1
sky130_fd_sc_hd__o21ai_0 | 20 | 100
sky130_fd_sc_hd__mux2i_1 | 361 | 3610
sky130_fd_sc_hd__o221ai_1 | 87 | 762
sky130_fd_sc_hd__nor2_1 | 24 | 90.1
sky130_fd_sc_hd__buf_2 | 171 | 856
sky130_fd_sc_hd__mux2_2 | 29 | 327
sky130_fd_sc_hd__a21boi_1 | 158 | 1190
sky130_fd_sc_hd__nor2_2 | 16 | 100
sky130_fd_sc_hd__and3_1 | 41 | 257
sky130_fd_sc_hd__dfxtp_1 | 2048 | 41000
sky130_fd_sc_hd__clkbuf_1 | 862 | 3240
sky130_fd_sc_hd__a221oi_1 | 28 | 245
sky130_fd_sc_hd__a21o_1 | 43 | 323
sky130_fd_sc_hd__nor3_1 | 9 | 45.0
sky130_fd_sc_hd__nor2b_1 | 8 | 50.1
sky130_fd_sc_hd__buf_6 | 30 | 338
sky130_fd_sc_hd__a211oi_1 | 11 | 82.6
sky130_fd_sc_hd__buf_4 | 64 | 480
[worst max-delay path, delay by kind of cell]
kind            cells  cell delay [ns]
compound gates      2             0.28
simple gates        2             1.56
buf+inv             4             2.92
[power by group]
group / switching (mW) / total [mW] / internal (mW)
sequential: 0.0289 / 5.94 / 5.91
clock: 2.56 / 6.16 / 3.60
combinational: 0.763 / 1.15 / 0.391
[cell type report]
class                           count  share of cell area, %
Antenna cell                       32                 0.0675
Clock buffer                      341                   5.67
Clock inverter                     58                  0.630
Inverter                            5                 0.0221
Multi-Input combinational cell   8098                   51.9
Sequential cell                  2048                   34.6
Tap cell                         2821                   2.98
Timing Repair Buffer              562                   4.21
[routing by layer]
metal	vias to the layer above	routed length, microns
li1	39000	-
met1	45000	160000
met2	6217	192000
met3	1535	75400
met4	38	32200
met5	-	459
[path summary, 6_finish.rpt]
check,endpoint,slack (ns)
worst max-delay path,reg_data2[60],3.49
worst min-delay path,registers[18][9],0.46
worst max register to register,registers[2][36],13.15
worst min register to register,registers[18][9],0.46
[stage by stage]
stage	area (sq um)	utilization (%)
after floorplan	107000	-
after global placement	111000	52.3
after detailed placement	111000	52.3
after CTS	119000	55.8
after global routing	119000	55.8
final	119000	55.8
No activity file was given, so power comes from the tool's default toggle rates.
