`design.v`:
```
module registers #(parameter WIDTH=32,DEPTH=32)(
    input wire clk, rst,
    input wire REGWRITE,
    input wire [$clog2(DEPTH)-1:0] ADR_REG1, ADR_REG2, ADR_WR_REG,  
    input wire [WIDTH-1:0] WR_DATA,  
    output wire [WIDTH-1:0] REG_DATA1, REG_DATA2  
);
reg [WIDTH-1:0] register_bank [DEPTH-1:0];
always_ff @(negedge clk) begin  
    if(REGWRITE && (ADR_WR_REG!={$clog2(DEPTH){1'b0}})) begin  
         register_bank [ADR_WR_REG] <=WR_DATA;
    end
    if(!rst) begin  
    for(integer i=0;i<DEPTH;i=i+1) begin
        register_bank[i]<={WIDTH{1'b0}};
        end
    end
end
assign REG_DATA1=(ADR_REG1!={$clog2(DEPTH){1'b0}})?register_bank[ADR_REG1]:{WIDTH{1'b0}};  
assign REG_DATA2=(ADR_REG2!={$clog2(DEPTH){1'b0}})?register_bank[ADR_REG2]:{WIDTH{1'b0}};  
endmodule
```
`run.sh`:
```
#!/bin/bash
# OpenROAD 26Q1-2900-gdf79404cd8, Yosys 0.63+post, stock flow scripts
make -C /OpenROAD-flow-scripts/flow DESIGN_CONFIG=/design/flow/config.mk WORK_HOME=/design/flow/orfs finish
```
`config.mk`:
```
export PLATFORM = sky130hd
export DESIGN_NAME = registers
export DESIGN_NICKNAME = registers
export VERILOG_FILES = /design/flow/design.v
export SDC_FILE = /design/flow/constraint.sdc
export NUM_CORES = 4
export LEC_CHECK = 1
export CORE_UTILIZATION = 40
```
`constraint.sdc`:
```
current_design registers

set clk_period 7.1
set clk_io_pct 0.2

create_clock -name clk0 -period $clk_period [get_ports {clk}]

set non_clock_inputs [all_inputs -no_clocks]
set_input_delay [expr $clk_period * $clk_io_pct] -clock clk0 $non_clock_inputs
set_output_delay [expr $clk_period * $clk_io_pct] -clock clk0 [all_outputs]
```
==> summary.txt <==
Flow results.

- The sequential element share of the synthesized area is 0.3765.
- Counting the warning lines in the Yosys log gives 1.
- The share of the core area taken by cells at floorplan is 0.4025.
- The synthesized area per cell is 9.110 um2.
- The number of warnings the tools reported is 1035.
- The flip-flop and latch count after synthesis is 1024.
- The number of sinks driven by the clock tree is 1024.
- The library cell used most frequently in the layout, excluding fill and tap cells, is nand2_1.
- The total wire length is 229700 um.
- According to the floorplan report, the die width is 371.0 um.
- TritonCTS built the clock tree.
- The startpoint type of the worst setup path is a flop.
- Between clock sinks in the finished design, the worst skew comes to 0 ns.
- Per the OpenROAD floorplan log, the height of the die is 371.0 um.
- The worst setup path is of the reg2out kind.
- Entering global routing, the biggest net connects 128 pins.
- The critical path capture point type is an output pin.
- The maximum vdd drop is 0.0001973 V.
- The largest registers in the layout are register_bank (1024).
- The type of the worst min-delay path is reg2reg.
- Data on the critical path arrives at its endpoint at 6.10 ns.
- After global routing the overflow that remains totals 0.
- The number of hold violations in the final report is 0.
- For this run, the total global-route usage over all layers was measured as 0.3471.
- The total die area is 0.1376 mm2.
- The half-perimeter wire length after placement is 141500 um.
- Dividing the detail-routed wire length by the instance count gives 25.76 um.
- Setup repair after global routing could not meet its margin everywhere.
- The synthesized netlist was found by Yosys to have 5977 cells.
- The post-synthesis instance area is 0.05445 mm2.
- The routed layout reports a DRC error count of 0.
- The biggest area contributor in the post-synthesis netlist is dfxtp_1.
- The final report lists the setup-violating endpoint count as 64.
- Per the synthesis report, the number of distinct cell types is 52.
- Pin placement for this block handled 114 I/O pins.
- Across all layers, the routed design uses 52261 vias.
- The count of standard-cell rows is 135.
- Max-cap violations in this run came to 0.
- The number of global-route vias before repair is 52919.
- The share of the core filled with cells is 0.5211.
- The CTS H-tree depth is 3.
- The sum of negative setup slack is -9.853 ns.
- The first global-routing pass estimated 335300 um of wire.
- From synthesis to final layout, the design area changed by 29.47%.
- The placement summary gives the final routability congestion estimate as 0.9499.
- No sink is reached through more buffers than the 3 on the longest clock path.
- The power density of the placed cells is 221.8 mW/mm2.
- The hold buffer count at CTS is 0.
- Clock tree synthesis inserted a total of 117 buffers.
- The register with the most flip-flops in the layout has 1024 of them.
- After detailed routing, the number of vias per cell comes to 5.861.
- Detailed-route iteration 0 reported a violation count of 4666.
- The fraction of final layout cells with drive strength greater than 1 is 0.2323.
- The clock transition time at the flip-flop clock pins of the worst setup and hold paths is 0.04 ns.
- Counting flops per register, the top entry is register_bank.
- STA puts the critical path data required time at 5.68 ns.
- The relative max-transition margin is 0.3050.
- The count of input and output buffers is 113.
- The area fraction of the largest cell type after synthesis is 0.3765.
- The post-route antenna net violation count is 0.
- The power report puts the leakage power at 27.72 nW.
- The initial antenna violation count is 13.
- The dominant register cell is dfxtp_1.
- The checks that failed: negative setup slack.
- The later pin in the worst-skew pair is clocked with a latency of 0.74 ns.
- The number of flops mapped to enable cells by yosys is 0.
- The synthesis report lists the most area-consuming cells as dfxtp_1 (38%), mux4_2 (16%), nand2_1 (14%).
- The gate count after technology mapping is 5977.
- The final timing report lists a max-slew violation count of 0.
- STA lists the maximum fanout along the critical path as 3.
- The post-layout worst setup margin is -0.4193 ns.
- The synthesis report gives the async set-or-reset register share as 0.
- The tree is rooted in a clkbuf_16.
- The run finished, with violations left.
- The core area is 0.1353 mm2.
- For the pin with the worst max-slew slack, the measured transition is 1.042 ns.
- For this run, the chip area from Yosys synthesis comes to 0.05445 mm2.
- The library cells used most frequently in the layout, excluding fill and tap cells, are nand2_1 (1991), inv_1 (1063), a21boi_0 (829).
- The first-pass iteration count of the detailed router is 5.
-- metrics by stage --
stage | total power [mW] | instances | setup slack (ns) | hold slack (ns) | area (um2)
floorplan | 7.514 | 5977 | 0.7546 | 0.4416 | 54450
global placement | 8.098 | 7670 | -0.2824 | 0.4510 | 60260
detailed placement | 8.103 | 7670 | -0.2664 | 0.4578 | 60260
CTS | 15.73 | 8912 | -0.4264 | 0.4559 | 69950
global route | 16.56 | 8914 | -0.4756 | 0.4730 | 70490
finish | 15.63 | 8916 | -0.4193 | 0.4552 | 70500
-- critical path, cell delays in order, from the launching register on --
cell       delay, ns
dfxtp_2         0.33
mux4_2          0.23
a22oi_2         0.15
o211a_4         0.24
a2111oi_4       0.63
buf_2           0.21
-- cells by family after synthesis --
logic type	after synthesis	synth area share
and+or+nand+nor	2253	0.1657
AOI/OAI and AO/OA	1368	0.1873
DFF	1024	0.3765
muxes	700	0.2172
buffers and inverters	632	0.05329
-- worst paths after layout --
path / from / to / slack [ns] / cells after the start
min reg2reg: register_bank[15][25] / register_bank[15][25] / 0.46 / 2
min: register_bank[15][25] / register_bank[15][25] / 0.46 / 2
max reg2reg: register_bank[23][25] / register_bank[23][25] / 6.21 / 5
max: register_bank[24][5] / REG_DATA2[5] / -0.42 / 5
-- synthesized netlist by cell type (33+ instances only) --
master    instances
mux2i_1         284
a21boi_0        829
mux4_2          382
buf_2           121
nor3_1           33
a21boi_1        163
mux2_2           34
a22o_1           43
nand2_1        2007
clkbuf_1        438
and2_1           39
a211oi_1         75
a22oi_1          86
dfxtp_1        1024
nor2b_1          68
a21oi_1          48
-- power by group --
group | internal [mW] | leakage, nW | switching [mW]
Sequential | 5.84 | 8.36 | 0.0294
Combinational | 0.539 | 12.0 | 0.892
Clock | 4.23 | 7.36 | 4.11
Total | 10.6 | 27.7 | 5.03
-- layer usage --
| layer | routed length (um) | vias to the layer above | GRT usage |
|---|---|---|---|
| met4 | 10590 | 25 | 0.1577 |
| met2 | 98900 | 3090 | 0.4850 |
| met1 | 86200 | 25401 | 0.4353 |
| met3 | 33630 | 681 | 0.2047 |
| met5 | 393 | - | 0.01014 |
| li1 | - | 23064 | - |
-- layout make-up --
type / count / area, um2
timing repair buffer: 546 / 5931
antenna: 3 / 7.507
fill: 11547 / 64800
tap: 1781 / 2228
clock inverter: 1124 / 4708
multi-input combinational: 4321 / 33940
sequential: 1024 / 20760
clock buffer: 117 / 2928
-- repair_timing --
| action | CTS | global route |
|---|---|---|
| setup buffers | 22 | 3 |
| setup endpoints to repair | 64 | 64 |
| gates resized | 756 | 165 |
| pin swaps | 156 | 78 |
Power and IR drop assume default switching activity.
